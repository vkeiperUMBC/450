### run.sh
#!/bin/bash
# OpenROAD 26Q1-2900-gdf79404cd8, Yosys 0.63+post, stock flow scripts
make -C /OpenROAD-flow-scripts/flow DESIGN_CONFIG=/design/flow/config.mk WORK_HOME=/design/flow/orfs finish
### config.mk
export PLATFORM = sky130hd
export DESIGN_NAME = encoder
export DESIGN_NICKNAME = encoder
export VERILOG_FILES = /design/flow/design.v
export SDC_FILE = /design/flow/constraint.sdc
export NUM_CORES = 4
export LEC_CHECK = 1
export CORE_UTILIZATION = 30
### constraint.sdc
current_design encoder

set clk_period 2.2
set clk_io_pct 0.2

create_clock -name clk0 -period $clk_period [get_ports {clk}]

set non_clock_inputs [all_inputs -no_clocks]
set_input_delay [expr $clk_period * $clk_io_pct] -clock clk0 $non_clock_inputs
set_output_delay [expr $clk_period * $clk_io_pct] -clock clk0 [all_outputs]
### design.v
module encoder (
    input  logic        clk,
    input  logic        rst,
    input  logic        data_in,
    input  logic        in_enable,
    output logic        out_enable,
    input  logic [1:0]  constraint_sel,
    output logic        encoded_out0,
    output logic        encoded_out1
);
    logic [2:0] shift_reg3bit;
    logic [3:0] shift_reg4bit;
    logic [4:0] shift_reg5bit;
    logic [6:0] shift_reg7bit;
    logic out_d, encoded_out0_comb, encoded_out1_comb;
    localparam [2:0] G0_3bit = 3'b111;   
    localparam [2:0] G1_3bit = 3'b101;   
    localparam [3:0] G0_4bit = 4'b1101;
    localparam [3:0] G1_4bit = 4'b1111;
    localparam [4:0] G0_5bit = 5'b11011;
    localparam [4:0] G1_5bit = 5'b11111;
    localparam [6:0] G0_7bit = 7'b1111001;
    localparam [6:0] G1_7bit = 7'b1010111;    
    always_ff @(posedge clk or posedge rst) begin
        if (rst) begin
            shift_reg3bit <= 3'b0;
            shift_reg4bit <= 4'b0;
            shift_reg5bit <= 5'b0;
            shift_reg7bit <= 7'b0;
            out_enable <= 1'b0;
            encoded_out0 <= 1'b0;
            encoded_out1 <= 1'b0;
        end else begin
            if (in_enable) begin
                out_enable <= 1'b0;
                case (constraint_sel)
                    2'b00: begin
                        shift_reg3bit <= {data_in, shift_reg3bit[2:1]};
                    end
                    2'b01: begin
                        shift_reg4bit <= {data_in, shift_reg4bit[3:1]};
                    end
                    2'b10: begin
                        shift_reg5bit <= {data_in, shift_reg5bit[4:1]};
                    end
                    2'b11: begin
                        shift_reg7bit <= {data_in, shift_reg7bit[6:1]};
                    end
                endcase
            end else begin
                out_enable <= out_d;
            end
            encoded_out0 <= encoded_out0_comb;
            encoded_out1 <= encoded_out1_comb;
        end
    end
    always_comb begin
        encoded_out0_comb = 1'b0;
        encoded_out1_comb = 1'b0;
        out_d = 1'b0;
        case (constraint_sel)
            2'b00: begin
                encoded_out0_comb = ^(shift_reg3bit & G0_3bit);
                encoded_out1_comb = ^(shift_reg3bit & G1_3bit);
                out_d = 1'b1;
            end
            2'b01: begin
                encoded_out0_comb = ^(shift_reg4bit & G0_4bit);
                encoded_out1_comb = ^(shift_reg4bit & G1_4bit);
                out_d = 1'b1;
            end
            2'b10: begin
                encoded_out0_comb = ^(shift_reg5bit & G0_5bit);
                encoded_out1_comb = ^(shift_reg5bit & G1_5bit);
                out_d = 1'b1;
            end
            2'b11: begin
                encoded_out0_comb = ^(shift_reg7bit & G0_7bit);
                encoded_out1_comb = ^(shift_reg7bit & G1_7bit);
                out_d = 1'b1;
            end
        endcase
    end
endmodule
==> results.yml <==
# generated from flow reports
outcome:
  status: "finished, final reports clean"
clock_tree:
  cts.repair.resized: 0
  clk_latency_ns: 0.30
  cts.root.buffer_cell: "clkbuf_4"
  numCtsBuffers: 3
  clkTransAtPathRegs_ns: 0.12
  clock_sinks: 22
  cts_tree: "done"
  hold_buffers: 0
  cts_setup_buffers: 0
  htreeDepth: 1
  ctsLongestPathBuffers: 2
detailed_routing:
  routedWlPerCell_um: 11.42
  drt_iter0_drc: 26
  detail-route-antenna-nets: 0
  vias: 580
  vias_per_cell: 4.496
  first_pass_iters: 6
  drt-total-wl_um: 1473
  detail_route.antenna_diodes: 0
  drc: 0
setup_path:
  slowest_delay_ns: 0.71
  crit_type: "in -> reg"
  crit_path_cell_trace: "clkdlybuf4s50_1 -> nand3_1 -> mux2_2"
  r2r_end: "encoded_out1"
  critical-path-slowest-cell: "clkdlybuf4s50_1"
  critPathBufInv: 1
  r2r-start: "shift_reg4bit[2]"
  cp_max_fo: 12
  arrival_ns: 1.88
  r2r_slack_ns: 0.74
  worst_setup_path_end_kind: "flop"
  r2r_cells: 4
  path_delay_family: "buffers and inverters"
  start_kind: "primary input"
  required_ns: 2.39
sta:
  fin_skew_ns: 0.005561
  fmax_mhz: 593.2
  min_period_ns: 1.686
  rsz0062_at_grt: "false"
  tns_ns: 0
  slew_viol_final: 0
  relSlewSlack_pct: 73.79
  tightest_slew_ns: 0.3919
  fin_crit_sh_pct: 76.62
  hold_viol_final: 0
  setup_viol: 0
floorplan:
  die_area_um2: 3654
  core_um2: 3153
  core_util_floorplan_pct: 32.50
  die-height_um: 60.45
  die_w_um: 60.45
  num_rows: 20
  ios: 9
power:
  leakagePower_uw: 0.0005376
  p_total_uw: 1478
  powerDensity_nw_per_um2: 1226
  ir_drop_mv: 0.2487
yosys:
  ys_types: 20
  largest_area_cell: "dfrtp_1"
  avgSynthCellArea_um2: 14.23
  aoi_share_pct: 2.442
  ys_sh_simple_pct: 5.006
  ys_sh_xor_pct: 12.94
  netlist_logic_family_top: "multiplexers"
  synthesis.area_um2: 1025
  fa_ha_area_share_pct: 0
  synthCells: 72
  yosysTopAreaCellShare_pct: 53.72
  ys_top_cells_by_area: "dfrtp_1 (54%), mux2_2 (16%), xnor2_1 (6.8%), mux2_4 (5.9%), xnor3_1 (4.4%)"
  mux_share_pct: 24.30
  synth_warnings: 1
  yosys.stat.seqShare_pct: 53.72
  yosys_cells: 72
  synth_chip_area_um2: 1025
  numSynthFlops: 22
place:
  place.gp.congestion: 0.7088
  port_buffers: 8
  dp_hpwl_um: 1094
hold_path:
  hold_path_class: "in -> async"
layout:
  layout-drive-gt1-share_pct: 31.76
  area_growth_pct: 17.70
global_route:
  grt_pass1_wl_um: 2504
  grt_usage_pct: 9.074
  antenna_found_initial: 0
  first_global_vias: 597
  overflow: 0
  grt_max_degree: 23
flow_run:
  drv_cap: 0
  warnings: 25
## how the worst max path moves through the flow
| stage | endpoint | cells past startpoint | startpoint | slack (ns) |
|---|---|---|---|---|
| after CTS | shift_reg7bit[4] | 3 | constraint_sel[1] | 0.55 |
| after global routing | shift_reg7bit[6] | 3 | constraint_sel[1] | 0.44 |
| final | shift_reg7bit[4] | 3 | constraint_sel[1] | 0.51 |
## tightest hold or removal path: stages
cell	delay, ns
clkdlybuf4s50_1	0.39
inv_1	0.05
buf_4	0.27
## sequential cells by signal (all words and copies together) (netlist names)
name	count
shift_reg3bit	3
encoded_out1	1
out_enable	1
encoded_out0	1
shift_reg5bit	5
shift_reg4bit	4
shift_reg7bit	7
## final cells by class
class,instances,area [µm²]
clock buffers,4,36.28
well taps,44,55.05
repair buffers,10,95.09
inverters,3,11.26
fillers,317,1947
multi-input cells,46,457.9
flip-flops and latches,22,550.5
## cell usage in the layout, fill, tap and decap left out, types with 2 or more instances in the layout
master	n
a21oi_1	2
buf_4	2
clkbuf_4	3
clkdlybuf4s50_1	8
dfrtp_1	22
inv_1	2
mux2_2	15
mux2_4	4
mux2i_1	2
nand3_1	3
xnor2_1	8
xnor3_1	2
xor2_1	2
## power breakdown
part | switching (µW) | internal (µW) | leakage [µW]
Combinational | 199 | 398 | 0.000251
Clock | 112 | 101 | 0.0000210
Sequential | 112 | 555 | 0.000266
Total | 424 | 1050 | 0.000538
## per-stage QoR
stage	hold slack, ns	utilization [%]	cells	worst slack (ns)	area, µm²
after floorplan	0.4292	-	72	0.8074	1025
final	0.4583	38.25	129	0.5143	1206
after global placement	0.4980	37.10	125	0.2373	1170
after CTS	0.4538	38.25	129	0.5453	1206
after global routing	0.4715	38.25	129	0.4391	1206
after detailed placement	0.5145	37.10	125	0.2160	1170
## synthesized netlist by cell type (all sizes together)
cell type	count
dfrtp	22
mux2	19
xnor2	8
inv	3
nand3	3
a21oi	2
mux2i	2
or3	2
xnor3	2
xor2	2
buf	1
nand2	1
nand2b	1
nor2	1
nor3	1
o21ai	1
o311a	1
## logic make-up after synthesis
logic type / count (synthesis)
AND/OR/NAND/NOR: 9
buffers and inverters: 4
flip-flops: 22
multiplexers: 21
XOR/XNOR: 12
AND-OR/OR-AND: 4
## routing by layer
layer  vias up  part of all wire, %  global-route usage (%)
met5         -                    0                       0
met4         0                  1.8                   2.922
met3         2                  4.4                   1.296
met2        15                   46                   14.76
met1       287                   47                   12.88
li1        276                    -                       -
Power figures rest on the tool's default switching activity, not on a simulated workload.
