==> design/flow/design.v <==
module encoder_k3 (
    input  logic        clk,
    input  logic        rst,
    input  logic        data_in,
    input  logic        in_enable,
    input  logic        out_enable,
    input  logic [1:0]  constraint_sel,
    output logic        encoded_out0,
    output logic        encoded_out1
);
    logic [2:0] shift_reg3bit;
    logic [3:0] shift_reg4bit;
    logic [4:0] shift_reg5bit;
    logic [6:0] shift_reg7bit;
    localparam [2:0] G0_3bit = 3'b111;   
    localparam [2:0] G1_3bit = 3'b101;   
    localparam [3:0] G0_4bit = 4'b1101;
    localparam [3:0] G1_4bit = 4'b1111;
    localparam [4:0] G0_5bit = 5'b11011;
    localparam [4:0] G1_5bit = 5'b11111;
    localparam [6:0] G0_7bit = 7'b1111001;
    localparam [6:0] G1_7bit = 7'b1010111;    
    always_ff @(posedge clk or posedge rst) begin
        if (rst) begin
            shift_reg3bit <= 3'b0;
            shift_reg4bit <= 4'b0;
            shift_reg5bit <= 5'b0;
            shift_reg7bit <= 7'b0;
        end else if (in_enable) begin
            case (constraint_sel)
                2'b00: begin
                    shift_reg3bit <= {data_in, shift_reg3bit[2:1]};
                end
                2'b01: begin
                    shift_reg4bit <= {data_in, shift_reg4bit[3:1]};
                end
                2'b10: begin
                    shift_reg5bit <= {data_in, shift_reg5bit[4:1]};
                end
                2'b11: begin
                    shift_reg7bit <= {data_in, shift_reg7bit[6:1]};
                end
            endcase
        end
    end
    always_comb begin
        if (out_enable) begin
            case (constraint_sel)
                2'b00: begin
                    encoded_out0 = ^(shift_reg3bit & G0_3bit);
                    encoded_out1 = ^(shift_reg3bit & G1_3bit);
                end
                2'b01: begin
                    encoded_out0 = ^(shift_reg4bit & G0_4bit);
                    encoded_out1 = ^(shift_reg4bit & G1_4bit);
                end
                2'b10: begin
                    encoded_out0 = ^(shift_reg5bit & G0_5bit);
                    encoded_out1 = ^(shift_reg5bit & G1_5bit);
                end
                2'b11: begin
                    encoded_out0 = ^(shift_reg7bit & G0_7bit);
                    encoded_out1 = ^(shift_reg7bit & G1_7bit);
                end
            endcase
        end else begin
            encoded_out0 = 1'b0;
            encoded_out1 = 1'b0;
        end
    end
endmodule
==> design/flow/run.sh <==
#!/bin/bash
# OpenROAD 26Q1-2900-gdf79404cd8, Yosys 0.63+post, stock flow scripts
make -C /OpenROAD-flow-scripts/flow DESIGN_CONFIG=/design/flow/config.mk WORK_HOME=/design/flow/orfs finish
==> design/flow/config.mk <==
export PLATFORM = sky130hd
export DESIGN_NAME = encoder_k3
export DESIGN_NICKNAME = encoder_k3
export VERILOG_FILES = /design/flow/design.v
export SDC_FILE = /design/flow/constraint.sdc
export NUM_CORES = 4
export LEC_CHECK = 1
export CORE_AREA = 10 10 98 98
export DIE_AREA = 0 0 108 108
==> design/flow/constraint.sdc <==
current_design encoder_k3

set clk_period 3.1
set clk_io_pct 0.2

create_clock -name clk0 -period $clk_period [get_ports {clk}]

set non_clock_inputs [all_inputs -no_clocks]
set_input_delay [expr $clk_period * $clk_io_pct] -clock clk0 $non_clock_inputs
set_output_delay [expr $clk_period * $clk_io_pct] -clock clk0 [all_outputs]
==> results.sh <==
# source this file to load flow results
export IMPL_io_buffers=8
export IMPL_gr_total_overflow=0
export IMPL_hold_path_class="reg2reg"
export IMPL_yosysWarnings=1
export IMPL_synth_edff_count=0
export IMPL_cp_common_cell="clkdlybuf4s50_1"
export IMPL_root_buffer="clkbuf_8"
export IMPL_cts_max_level=1
export IMPL_grt_max_degree=20
export IMPL_post_cts_buffers=0
export IMPL_fin_ws_ns=0.305
export IMPL_fp_util_pct=12.5
export IMPL_max_freq_mhz=358
export IMPL_rows=32
export IMPL_cts_inserted_buffers=3
export IMPL_end_kind="output pin"
export IMPL_min_from="shift_reg4bit[0]$_DFFE_PP0P_"
export IMPL_coreArea_mm2=0.00765
export IMPL_cts_path_max_buffers=2
export IMPL_crit_path_start="constraint_sel[0]"
export IMPL_slowest_delay_ns=0.53
export IMPL_first_global_vias=599
export IMPL_area_delta_synth_final_pct=25.5
export IMPL_ff_type="dfrtp_1"
export IMPL_finalCritPeriodShare_pct=90.2
export IMPL_drt_initial_drc_count=23
export IMPL_crit_type="in2out"
export IMPL_routed_via_density=2.87
export IMPL_worst_pin_slew_ns=0.717
export IMPL_area_leaders="dfrtp_1, mux2_1, xnor3_1, xnor2_1, xor2_1"
export IMPL_die_area_mm2=0.0117
export IMPL_drive_gt1_share_pct=6.33
export IMPL_fin_setup_tns_ns=0
export IMPL_yosysTopAreaCell="dfrtp_1"
export IMPL_wirelength_um=1560
export IMPL_grt_usage_pct=3.12
export IMPL_holdBufCountCts=0
export IMPL_fin_area_mm2=0.00120
export IMPL_dp_hpwl_um=1290
export IMPL_ctsResizeCount=0
export IMPL_worst_path_max_fanout=8
export IMPL_clkTransAtPathRegs_ns=0.07
export IMPL_clk_latency_ns=0.25
export IMPL_syn_inst=69
export IMPL_warnings=25
export IMPL_grt_pass1_wl_um=2930
export IMPL_grt_setup_unrepaired="no"
export IMPL_path_buffers=2
export IMPL_cts_tree="yes"
export IMPL_ys_ff=19
export IMPL_antenna_cells=0
export IMPL_slowest_stage="clkdlybuf4s50_1"
export IMPL_cp_arrival_ns=2.18
export IMPL_synth_cell_types=20
export IMPL_crit_path_start_kind="primary input"
export IMPL_ys_seq_share_pct=49.7
export IMPL_place_congestion=0.692
export IMPL_antenna_found_initial=0
export IMPL_synth_avg_cell_area_um2=13.9
export IMPL_cpLargestDelayFamily="buffers and inverters"
export IMPL_max_vdd_ir_drop_mv=0.241
export IMPL_routedWlPerCell_um=8.61
export IMPL_leakage_nw=0.480
export IMPL_status="completed"
export IMPL_reg2reg_from="shift_reg5bit[4]$_DFFE_PP0P_"
export IMPL_syn_cell_area_um2=956
export IMPL_hold_viol_final=0
export IMPL_top_cell_area_share_pct=49.7
export IMPL_route_detailed_drc=0
export IMPL_firstDrtPassIters=4
export IMPL_required_ns=2.48
export IMPL_final_setup_viol_count=0
export IMPL_cts_sinks=19
export IMPL_synth_chip_area_um2=956
export IMPL_slew_viol_final=0
export IMPL_vias=520
export IMPL_dp_worst_setup_slack_ns=0.286
export IMPL_ant_nets=0
export IMPL_io_pins=9
export IMPL_finalCriticalPeriod_ns=2.80
export IMPL_maxCapViolCount=0
export IMPL_power_density_mw_per_mm2=827
export IMPL_skew_ns=0.00681
export IMPL_slew_headroom_pct=52.1
export IMPL_dpl_instance_area_mm2=0.00115
export IMPL_worstPathCellList="clkdlybuf4s50_1, nor2b_1, a22oi_1, and4_1, clkdlybuf4s50_1"
export IMPL_chipWidth_um=108
export IMPL_die_h_um=108
export IMPL_ys_cells=69
export IMPL_ys_async_sr_fraction_pct=100
-- layout make-up --
| cell class | instances | area (um^2) |
|---|---|---|
| clock buffer | 4 | 45.0 |
| fill | 829 | 6450 |
| inverter | 1 | 3.75 |
| multi-input combinational | 47 | 468 |
| sequential | 19 | 475 |
| tap | 102 | 128 |
| timing repair buffer | 8 | 80.1 |
-- synthesized netlist by cell type (2+ instances only) --
cell / count
mux2_1: 19
nand3_1: 2
nor2b_1: 2
xnor2_1: 7
xnor3_1: 3
dfrtp_1: 19
xor2_1: 2
nand2_1: 3
-- flip-flops by register name, indices dropped and copies added, names as in the netlist --
register,flops
shift_reg3bit,3
shift_reg7bit,7
shift_reg4bit,4
shift_reg5bit,5
-- per-stage QoR --
stage / instances / hold slack, ns / power (mW) / utilization (%)
5_1_grt: 181 / 0.532 / 1.08 / 15.7
2_1_floorplan: 69 / 0.466 / 0.735 / -
3_3_place_gp: 177 / 0.485 / 0.834 / 15.1
6_report: 181 / 0.501 / 0.992 / 15.7
4_1_cts: 181 / 0.506 / 1.01 / 15.7
3_5_place_dp: 177 / 0.489 / 0.840 / 15.1
-- logic make-up after synthesis --
group | count (synthesis) | share of synthesized area [%]
AOI/OAI and AO/OA | 5 | 3.93
DFF | 19 | 49.7
muxes | 19 | 22.4
xor gates and xnor gates | 13 | 17.0
and+or+nand+nor | 10 | 5.63
buffers and inverters | 3 | 1.31
-- layout by cell type, fill, tap and decap left out, drive strengths merged --
master,n
xnor3,3
and4,1
nand3,2
inv,1
nor2b,2
a21oi,1
clkdlybuf4s50,8
clkbuf,4
o31ai,1
nand2,3
a211oi,1
mux2,19
nand3b,1
dfrtp,19
nor2,1
o21ai,1
xnor2,8
a22oi,1
xor2,2
-- where the power goes --
group	internal [mW]	total (mW)	switching [mW]	leakage [nW]
clock network	0.0911	0.167	0.0761	0.0228
registers	0.341	0.412	0.0704	0.231
logic	0.261	0.413	0.152	0.226
-- per-layer routing --
layer	vias up	routed length (um)	track usage, %
li1	261	-	-
met1	254	819	4.67
met2	5	683	4.48
met3	0	55	1.08
met4	0	0	0.0954
met5	-	0	0
-- path summary, 6_finish.rpt --
| check | to | slack, ns | cells past startpoint |
|---|---|---|---|
| min | shift_reg4bit[0]$_DFFE_PP0P_ | 0.50 | 1 |
| max in group asynchronous | shift_reg5bit[4]$_DFFE_PP0P_ | 1.86 | 2 |
| min in group asynchronous | shift_reg7bit[0]$_DFFE_PP0P_ | 0.78 | 2 |
| min reg2reg | shift_reg4bit[0]$_DFFE_PP0P_ | 0.50 | 1 |
| max reg2reg | shift_reg5bit[4]$_DFFE_PP0P_ | 2.27 | 1 |
| max | encoded_out1 | 0.30 | 5 |
Power is estimated from default activity; no workload was simulated.
